### ./run.sh
#!/bin/bash
# OpenROAD 26Q1-2900-gdf79404cd8, Yosys 0.63+post, stock flow scripts
make -C /OpenROAD-flow-scripts/flow DESIGN_CONFIG=/design/flow/config.mk WORK_HOME=/design/flow/orfs finish
### ./config.mk
export PLATFORM = sky130hd
export DESIGN_NAME = keypad
export DESIGN_NICKNAME = keypad
export VERILOG_FILES = /design/flow/design.v
export SDC_FILE = /design/flow/constraint.sdc
export NUM_CORES = 4
export LEC_CHECK = 1
export CORE_AREA = 10 10 82 82
export DIE_AREA = 0 0 92 92
### ./constraint.sdc
current_design keypad

set clk_period 2.4
set clk_io_pct 0.2

create_clock -name clk0 -period $clk_period [get_ports {clk}]

set non_clock_inputs [all_inputs -no_clocks]
set_input_delay [expr $clk_period * $clk_io_pct] -clock clk0 $non_clock_inputs
set_output_delay [expr $clk_period * $clk_io_pct] -clock clk0 [all_outputs]
### ./design.v
module keypad (
    input clk,
    output [3:0] col,
    input [3:0] row,
    output [3:0] rowPressed,
    output [3:0] colPressed
);
reg [3:0] rp;
reg [3:0] cp;
assign rowPressed = rp;
assign colPressed = cp;
reg [3:0] status = 4'b0000;
assign col = status;
reg [3:0] counter = 4'b0000;
always @(posedge clk ) begin
    case (status)
        4'b0000: begin
            if (counter == 4'b1111) begin
                status <= 4'b0001;
                counter <= 4'b0000;
            end else begin
                counter <= counter + 4'b0001;
            end
        end
        4'b0001: begin
            if (counter == 4'b1111) begin
                if (|row) begin
                    rp <= row;
                    cp <= status;
                    counter <= 4'b0000;
                    status <= 4'b0000;
                end else begin
                    status <= 4'b0010;
                    counter <= 4'b0000;
                end
            end else begin
                counter <= counter + 4'b0001;
            end
        end
        4'b0010: begin
            if (counter == 4'b1111) begin
                if (|row) begin
                    rp <= row;
                    cp <= status;
                    counter <= 4'b0000;
                    status <= 4'b0000;
                end else begin
                    status <= 4'b0100;
                    counter <= 4'b0000;
                end
            end else begin
                counter <= counter + 4'b0001;
            end           
        end
        4'b0100: begin
            if (counter == 4'b1111) begin
                if (|row) begin
                    rp <= row;
                    cp <= status;
                    counter <= 4'b0000;
                    status <= 4'b0000;
                end else begin
                    status <= 4'b1000;
                    counter <= 4'b0000;
                end
            end else begin
                counter <= counter + 4'b0001;
            end
        end
        4'b1000: begin
            if (counter == 4'b1111) begin
                if (|row) begin
                    rp <= row;
                    cp <= status;
                    counter <= 4'b0000;
                    status <= 4'b0000;
                end else begin
                    status <= 4'b0000;
                    counter <= 4'b0000;
                    rp <= 4'b0000;
                    cp <= 4'b0000;
                end
            end else begin
                counter <= counter + 4'b0001;
            end
        end
    endcase
end
endmodule
==> results_dict.tcl <==
# implementation run metrics
set metrics [dict create \
    status "finished, final reports clean" \
    finClkSkew_ns 0.00209 \
    end_kind "flop" \
    fin_crit_ns 1.98 \
    grt_max_degree 13 \
    track_usage 0.0339 \
    cpMaxStageDelayCell "or4_1" \
    pwr_density_cell_nw_per_um2 510 \
    first_iter_violations 40 \
    cts_root_buf "clkbuf_8" \
    clk_latency_ns 0.24 \
    io_pins 17 \
    warnings 25 \
    critPathTopFamily "simple AND/OR/NAND/NOR gates" \
    finalCritPeriodShare 0.826 \
    n_fill_cell 553 \
    dieWidth_um 92 \
    hold_class "flop to flop" \
    clock_sinks 16 \
    first_global_vias 464 \
    cp-start-kind "primary input" \
    design.core.area_sq_um 5070 \
    rows 26 \
    finalSetupViolCount 0 \
    cts.path.max_buffers 2 \
    fp.dieH_um 92 \
    syn_avg_cell_area_sq_um 12.5 \
    gp_congestion 0.831 \
    drtPass1Iterations 4 \
    crit_required_ns 2.41 \
    postCtsHoldBufs 0 \
    ys.flops 16 \
    path_cells "clkdlybuf4s50_1 > or4_1 > a21oi_1 > o41ai_1 > buf_4" \
    yosys_warnings 1 \
    yosysCellCount 59 \
    finalHoldViolCount 0 \
    fin_ws_ns 0.418 \
    die-area_sq_um 8460 \
    crit_type "primary input to flop" \
    fp_util 0.145 \
    place_area_sq_um 952 \
    grt_pass1_wl_mm 2.32 \
    cts-resized-gates 0 \
    dpl_worst_slack_ns 0.174 \
    drive_gt1_frac 0.0704 \
    antenna_found_initial 0 \
    cts_buffers 3 \
    max_freq_mhz 505 \
    leakage_nw 0.311 \
    crit_fanout 8 \
    fin_setup_tns_ns 0 \
    stdcell_area_sq_um 997 \
    slew_headroom 0.760 \
    layout_top_cells "16 x edfxtp_1, 16 x clkdlybuf4s50_1, 4 x nor2b_1, 4 x o21ai_0" \
    vias 478 \
    syn_to_final_growth_pct 35.5 \
    yosys-stat-area_sq_um 736 \
    vias_per_cell 3.39 \
    ys_types 25 \
    seqCellArea_sq_um 480 \
    cts_setup_buffers 0 \
    comb_area_sq_um 205 \
    total_power_w 0.000508 \
    slew_violations 0 \
    cp_num_buf_inv 2 \
    gr-total-overflow 0 \
    synth_area_sq_um 736 \
    cpPeakStageDelay_ns 0.65 \
    rsz0062_at_grt "false" \
    antenna_cells 0 \
    h-tree-depth 1 \
    wire_per_inst_um 10.8 \
    tightest_slew_ns 0.360 \
    routed_wirelength_mm 1.52 \
    clk_pin_slew_ns 0.06 \
    io_buffer_count 16 \
    drc 0 \
    max-vdd-ir-drop_mv 0.210 \
    drv_cap 0 \
    ant_nets 0 \
    ys_seq_frac 0.653 \
    place_hpwl_mm 1.20 \
    synth_cells 59 \
    cts_tree "done" \
    crit_arrival_ns 1.99 \
]
cells in the mapped netlist:
library cell | count | area share
a21oi_1 | 2 | 0.014
and2_1 | 2 | 0.017
and3_1 | 1 | 0.0085
buf_2 | 2 | 0.014
clkbuf_1 | 7 | 0.036
dlygate4sd3_1 | 1 | 0.014
edfxtp_1 | 16 | 0.65
ha_1 | 1 | 0.017
inv_1 | 1 | 0.0051
maj3_1 | 1 | 0.014
nand2_1 | 2 | 0.010
nand3_1 | 2 | 0.014
nor2_1 | 3 | 0.015
nor2b_1 | 4 | 0.034
nor3_1 | 1 | 0.0068
nor4b_1 | 1 | 0.012
o2111ai_1 | 1 | 0.012
o21a_1 | 1 | 0.010
o21ai_0 | 4 | 0.027
o31ai_1 | 1 | 0.010
o41a_1 | 1 | 0.015
o41ai_1 | 1 | 0.012
or3_1 | 1 | 0.0085
or4_1 | 1 | 0.010
xor2_1 | 1 | 0.012
metrics by stage:
| step | hold WS, ns | cells | utilization |
|---|---|---|---|
| global route | 0.637 | 141 | 0.196 |
| floorplan | 0.494 | 59 | - |
| detailed placement | 0.622 | 137 | 0.188 |
| finish | 0.633 | 141 | 0.196 |
| CTS | 0.630 | 141 | 0.196 |
| global placement | 0.598 | 137 | 0.188 |
state kept, by name (all words and copies together), names as in the netlist:
name and flops:
status 4, rp 4, cp 4, counter 4
where the power goes:
part	leakage (nW)	internal [W]	switching, W
combinational	0.140	0.00000613	0.00000244
clock	0.0231	0.000113	0.0000828
sequential	0.148	0.000304	0.0000000210
total	0.311	0.000423	0.0000852
layer usage:
layer,vias to the layer above,routed length [um],global-route usage
met3,0,122,0.0189
met4,0,0,0.00257
met5,-,0,0
met1,227,654,0.0421
li1,236,-,-
met2,15,739,0.0529
cell type report:
cell class                 instances  share of cell area
multi-input combinational         32               0.206
clock buffer                       3              0.0414
sequential                        16               0.482
tap                               70              0.0878
timing repair buffer              18               0.176
inverter                           1             0.00376
clock inverter                     1             0.00376
cells by family after synthesis:
group / synth area share
flip-flops: 0.653
AND-OR/OR-AND: 0.100
adder cells (fa/ha/maj): 0.0306
AND/OR/NAND/NOR: 0.136
buffers and inverters: 0.0680
XOR/XNOR: 0.0119
path summary, 6_finish.rpt:
| kind | from | end | slack, ns | depth (start not counted) |
|---|---|---|---|---|
| worst max-delay path | row[1] | cp[3] | 0.42 | 5 |
| worst min-delay path | counter[0] | counter[0] | 0.63 | 1 |
| worst max register to register | status[1] | status[3] | 0.62 | 4 |
| worst min register to register | counter[0] | counter[0] | 0.63 | 1 |
Power figures rest on the tool's default switching activity, not on a simulated workload.
